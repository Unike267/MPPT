===== /design/flow/config.mk =====
export PLATFORM = sky130hd
export DESIGN_NAME = pwm_regs
export DESIGN_NICKNAME = pwm_regs
export VERILOG_FILES = /design/flow/design.v
export SDC_FILE = /design/flow/constraint.sdc
export NUM_CORES = 4
export LEC_CHECK = 1
export CORE_AREA = 10 10 101 101
export DIE_AREA = 0 0 111 111

===== /design/flow/constraint.sdc =====
current_design pwm_regs

set clk_period 5.1
set clk_io_pct 0.2

create_clock -name clk0 -period $clk_period [get_ports {clk}]

set non_clock_inputs [all_inputs -no_clocks]
set_input_delay [expr $clk_period * $clk_io_pct] -clock clk0 $non_clock_inputs
set_output_delay [expr $clk_period * $clk_io_pct] -clock clk0 [all_outputs]

===== /design/flow/design.v =====
module pwm_regs
(
    input             clk,
    input             rst,
    input             rst_ci,
    input      [8:0]  KN,
    output reg [13:0] c_i,
    output reg        E,
    output reg [8:0]  TE,
    output reg [8:0]  cnt_pwm  
);
always @(posedge clk)
    begin
        if (rst)
        cnt_pwm <= 0;
        else if (cnt_pwm == 9'b101001101)
        cnt_pwm <= 0; 
        else
        cnt_pwm <= cnt_pwm + 1;
    end
always @(posedge clk)
    begin
        if(rst)
        c_i <= 0;
        else if(rst_ci)
        c_i <= 0;        
        else if (cnt_pwm == 9'b101001101)
        c_i <= c_i + 1;  
        else
        c_i <= c_i;
    end
always @(posedge clk)
    begin
        if(rst)
        E <= 0;
        else if (cnt_pwm == 9'b101001101)
        E <= 1;
        else
        E <= 0;
    end
always @(posedge clk)
    begin
        if(rst)
        TE <= 0;
        else
        TE <= KN;
    end
endmodule

===== /design/flow/run.sh =====
#!/bin/bash
# OpenROAD 26Q1-2900-gdf79404cd8, Yosys 0.63+post, stock flow scripts
make -C /OpenROAD-flow-scripts/flow DESIGN_CONFIG=/design/flow/config.mk WORK_HOME=/design/flow/orfs finish

==> results.py <==
# Flow results
metrics = {
    "yosys": {
        "syn_area_per_cell_um2": 9.32,
        "ys.flop_type": "dfxtp_1",
        "ys_chip_area_um2": 1320,
        "ys_types": 25,
        "synth_area_um2": 1320,
        "ys_cells": 142,
        "synthCells": 142,
        "yosysWarnings": 1,
        "edf_count": 0,
        "synthArstFlopShare_pct": 0,
        "ys.flops": 33,
        "seq_area_frac_synth_pct": 49.9,
    },
    "setup_path": {
        "worst-setup-path-type": "reg -> out",
        "worst_ep_arrival_time_ns": 1.30,
        "cp_slowest_cell": "clkdlybuf4s50_1",
        "cp.required_ns": 4.08,
        "critPathBufInv": 1,
        "cp_top_family": "buffers and inverters",
        "crit_chain": "clkdlybuf4s50_1",
        "critPathMaxStageDelay_ns": 0.54,
        "cp_max_fo": 6,
        "crit_path_end_kind": "output port",
        "cp-start-kind": "flip-flop",
    },
    "power": {
        "vdd_drop_max_mv": 0.143,
        "power_density_nw_per_um2": 274,
        "power.leakage_nw": 0.654,
        "power_mw": 0.547,
    },
    "detailed_routing": {
        "antenna_left": 0,
        "num_vias": 1117,
        "drt-wirelength-per-cell_um": 11.4,
        "vias_per_cell": 3.79,
        "drtIter0Drc": 28,
        "wl_um": 3370,
        "diodes": 0,
        "drc_errors": 0,
        "firstDrtPassIters": 4,
    },
    "layout": {
        "mi_logic_area_um2": 644,
        "final_cell_mix": "44 x clkdlybuf4s50_1, 33 x dfxtp_1, 20 x nor2_1",
        "seq_area_um2": 661,
        "fin_area_um2": 2000,
        "final_util_pct": 24.6,
        "fill_cells": 863,
        "lay_top_count": "clkdlybuf4s50_1",
        "instances_no_fill": 295,
        "drive_gt1_share_pct": 6.84,
        "area.growth.synth_to_final_pct": 50.9,
    },
    "cts": {
        "cts.path.max_buffers": 2,
        "cts_root_buffer": "clkbuf_8",
        "cts_tree": "yes",
        "clock_sinks": 33,
        "clock_latency_ns": 0.28,
        "cts_resized": 0,
        "postCtsSetupBuffers": 0,
        "cts_made_buffers": 5,
        "clkTransAtPathRegs_ns": 0.07,
        "htree_levels": 2,
        "ctsHoldBuffers": 0,
    },
    "sta": {
        "period_needed_ns": 2.32,
        "slew_headroom_pct": 71.0,
        "tightestPinTransition_ns": 0.433,
        "finalCritPeriodShare_pct": 45.5,
        "setup_viol": 0,
        "finClkSkew_ns": 0.00522,
        "setup_tns_ns": 0,
        "max_freq_ghz": 0.431,
        "worst_slack_ns": 2.78,
        "rsz0062_at_grt": "false",
        "whs_ns": 0.492,
        "final-hold-violation-count": 0,
        "report.final.slew_viol_count": 0,
    },
    "placement": {
        "dp_hpwl_um": 2600,
        "portBuffers": 44,
        "dpl.cell_count": 287,
        "place_congestion": 0.777,
        "post-place-ws_ns": 2.51,
        "place_area_um2": 1880,
    },
    "floorplan": {
        "rows": 33,
        "fp.coreArea_um2": 8130,
        "die_w_um": 111,
        "chipArea_um2": 12300,
        "initCoreUtil_pct": 16.3,
        "die_h_um": 111,
        "io_pins": 45,
    },
    "run_status": {
        "outcome": "completed",
    },
    "job": {
        "drv_cap": 0,
        "tool_warnings": 26,
    },
    "global_route": {
        "grt_overflow": 0,
        "grt_pass1_vias": 1049,
        "grt_max_degree": 15,
        "grt_pass1_wl_um": 5460,
        "antenna_found_initial": 0,
        "grtUsageTotal_pct": 5.28,
    },
    "worst_hold_path": {
        "min_path_type": "reg -> reg",
    },
}
kinds of logic (layout without fill, tap and decap cells):
group                    Yosys count  in the layout  synth area share [%]
flip-flops                        33             33                  49.9
AND-OR/OR-AND                     15             15                  5.95
AND/OR/NAND/NOR                   73             73                  31.3
XOR/XNOR                          13             13                  8.60
buffers and inverters              5             53                  1.42
adder cells (fa/ha/maj)            3              3                  2.84
cell type report:
cell class | instances | area share [%]
timing repair buffer | 44 | 22.1
inverter | 1 | 0.188
multi-input combinational | 104 | 32.3
clock inverter | 1 | 1.50
sequential | 33 | 33.1
tap | 105 | 6.58
clock buffer | 7 | 4.32
layer usage:
metal  GRT usage, %  vias to the layer above  part of all wire, %
li1               -                      586                    -
met1           7.06                      497                   47
met2           7.55                       29                   42
met3           2.68                        5                  9.4
met4          0.868                        0                  1.2
met5              0                        -                    0
synth_stat cells, types with 4 or more instances:
| library cell | instances | area [um^2] |
|---|---|---|
| dfxtp_1 | 33 | 661 |
| a21oi_1 | 8 | 40.0 |
| nor2b_1 | 9 | 56.3 |
| nand2_1 | 10 | 37.5 |
| o21ai_0 | 6 | 30.0 |
| nor3_1 | 4 | 20.0 |
| xor2_1 | 5 | 43.8 |
| nand3_1 | 10 | 50.1 |
| or3_1 | 6 | 37.5 |
| xnor2_1 | 8 | 70.1 |
| nor2_1 | 20 | 75.1 |
| clkbuf_1 | 4 | 15.0 |
report_power, final:
part           switching [mW]  internal [mW]  total, mW  leakage, nW
clock network          0.0901          0.159      0.249       0.0585
registers             0.00414          0.263      0.268        0.269
logic                 0.00904         0.0207     0.0297        0.327
registers in the layout, indices dropped and copies added, names as in the netlist:
signal and flops:
c_i 14, TE 9, cnt_pwm 9, E 1
worst paths after layout:
check                         from                   end  depth (start not counted)  slack (ns)
max          cnt_pwm[6]$_SDFF_PP0_            cnt_pwm[6]                          1        2.78
min           c_i[13]$_SDFFE_PP0N_  c_i[13]$_SDFFE_PP0N_                          2        0.49
max reg2reg  cnt_pwm[0]$_SDFF_PP0_  c_i[13]$_SDFFE_PP0N_                          5        3.11
min reg2reg   c_i[13]$_SDFFE_PP0N_  c_i[13]$_SDFFE_PP0N_                          2        0.49
Power is estimated from default activity; no workload was simulated.
