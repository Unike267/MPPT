<file path="design/flow/design.v">
module cri_logic
(    
    input      [11:0] pot_act,
    input      [11:0] pot_ant,
    input             cri,
    output            cri_i
);
wire MY;
wire IG;
wire MN;
assign MY = pot_act > pot_ant ? 1 : 0;
assign IG = pot_act == pot_ant ? 1 : 0;
assign MN = pot_act < pot_ant ? 1 : 0;
assign cri_i = MY & cri | IG & cri | MN & ~cri;
endmodule
</file>
<file path="design/flow/run.sh">
#!/bin/bash
# OpenROAD 26Q1-2900-gdf79404cd8, Yosys 0.63+post, stock flow scripts
make -C /OpenROAD-flow-scripts/flow DESIGN_CONFIG=/design/flow/config.mk WORK_HOME=/design/flow/orfs finish
</file>
<file path="design/flow/config.mk">
export PLATFORM = sky130hd
export DESIGN_NAME = cri_logic
export DESIGN_NICKNAME = cri_logic
export VERILOG_FILES = /design/flow/design.v
export SDC_FILE = /design/flow/constraint.sdc
export NUM_CORES = 4
export LEC_CHECK = 1
export CORE_AREA = 10 10 70 70
export DIE_AREA = 0 0 80 80
</file>
<file path="design/flow/constraint.sdc">
current_design cri_logic

set clk_period 3.1
set clk_io_pct 0.2

create_clock -name clk0 -period $clk_period

set non_clock_inputs [all_inputs -no_clocks]
set_input_delay [expr $clk_period * $clk_io_pct] -clock clk0 $non_clock_inputs
set_output_delay [expr $clk_period * $clk_io_pct] -clock clk0 [all_outputs]
</file>
==> flow_metrics.py <==
# Physical implementation metrics
metrics = {
    "outcome": {
        "status": "complete, no violations",
    },
    "routing": {
        "antenna_left": 0,
        "num_vias": 380,
        "first_iter_violations": 6,
        "drt-total-wl_um": 1197,
        "antenna_cells": 0,
        "drc": 0,
        "routed_via_density": 3.220,
        "drt-wirelength-per-cell_um": 10.14,
        "dr.pass1.iters": 4,
    },
    "floorplan": {
        "die_height_um": 80,
        "fp_util_pct": 9.231,
        "coreArea_um2": 3416,
        "die_w_um": 80,
        "chip_area_um2": 6400,
        "rows": 21,
        "pin_count": 26,
    },
    "timing": {
        "max_freq_mhz": 330.6,
        "drv_slew": 0,
        "setup_tns_ps": 0,
        "setup_viol": 0,
        "post-route-min-period_ps": 3025,
        "tightest_slew_ps": 268.9,
        "finalHoldViolations": 0,
        "post-route-period-util_pct": 97.59,
        "slew_headroom_pct": 82.07,
        "worst_slack_ps": 74.85,
    },
    "critical_path": {
        "cp.arrival_ps": 2410,
        "worstPathRequired_ps": 2480,
        "path_class": "in -> out",
        "end_kind": "primary output",
        "crit_fanout": 3,
        "path_cells": "clkdlybuf4s50_1, inv_1, ha_4, nand4_1, nor2_1, a21boi_2, a2111oi_4, mux2_4, buf_6",
        "crit_path_max_incr_delay_ps": 450,
        "startpoint_type": "input pin",
        "crit_path_top_delay_cell": "clkdlybuf4s50_1",
    },
    "grt": {
        "grt_pass1_vias": 401,
        "antenna_found_initial": 0,
        "track_usage_pct": 3.209,
        "grt_pass1_wl_um": 1711,
        "grt_overflow": 0,
        "grt_max_degree": 4,
    },
    "yosys": {
        "xor_share_pct": 0,
        "synth_cell_types": 14,
        "top_area_cell": "ha_1",
        "ys_sh_aoi_pct": 20.63,
        "yosys_warnings": 0,
        "ys_cells": 42,
        "synth.mux.area_fraction_pct": 3.571,
        "synthAdderAreaFrac_pct": 47.62,
        "simple_gate_share_pct": 13.89,
        "synth_seq_share_pct": 0,
        "top_area_share_pct": 47.62,
        "yosys_area_um2": 315.3,
        "syn_avg_cell_area_um2": 7.507,
        "syn_area_um2": 315.3,
        "syn_inst": 42,
        "top_logic_kind": "adder cells",
        "synth.area.top_cells": "ha_1 48%, inv_1 14%, a21o_1 7.1%",
    },
    "hold_path": {
        "hold_path.class": "in -> out",
        "min_from": "pot_act[11]",
        "min_path_cells": 5,
        "min_to": "cri_i",
    },
    "power": {
        "power_leakage_nw": 0.4125,
        "powerDensity_nw_per_um2": 116.5,
        "ir_drop_mv": 0.01910,
    },
    "placement": {
        "gp_congestion": 0.8689,
        "io_buffers": 26,
        "place_ws_ps": -438.6,
        "dp_hpwl_um": 1003,
    },
    "job": {
        "max_cap_viol_count": 0,
        "stage_log_warnings": 32,
    },
    "final_layout": {
        "regArea_um2": 0,
        "area_growth_pct": 166.7,
        "fin_util_pct": 24.62,
        "drive_above_1_share_pct": 36.11,
        "seq_cells": 0,
        "clock_buffers": 0,
    },
    "cts": {
        "cts_setup_buffers": 0,
        "cts_hold_buf": 0,
    },
}
cells in the final DEF (no fill, tap or decap), drive strengths merged:
cell type,instances
clkdlybuf4s50,15
ha,12
inv,12
dlymetal6s2s,8
buf,5
nand4,3
a21o,3
a21oi,3
dlygate4sd2,2
nor2,1
and2,1
nand2,1
nor2b,1
o21ai,1
a21boi,1
nand3,1
a2111oi,1
mux2,1
kinds of logic after synthesis:
family,after synthesis
AOI/OAI and AO/OA,9
adders and majority gates,12
buffers and inverters,12
muxes,1
and+or+nand+nor,8
power by group:
group | internal (mW) | switching (mW) | total (mW) | leakage [nW]
Combinational | 0.0636 | 0.0344 | 0.0980 | 0.412
Clock | 0 | 0 | 0 | 0
Sequential | 0 | 0 | 0 | 0
Total | 0.0636 | 0.0344 | 0.0980 | 0.412
final cells by class:
class                           instances  area, um2
Fill cell                             376       2575
Multi-Input combinational cell         30      429.2
Timing Repair Buffer                   30      309.0
Tap cell                               46      57.56
Inverter                               12      45.04
worst max path at each step:
| stage | startpoint | end | slack (ps) | cells past startpoint |
|---|---|---|---|---|
| after CTS | pot_ant[11] | cri_i | 30 | 9 |
| after global routing | pot_ant[7] | cri_i | -0.3 | 9 |
| final | pot_ant[7] | cri_i | 70 | 9 |
stage by stage:
stage | instances | total power [mW] | cell area (um2) | hold slack (ps)
after global routing | 118 | 0.1105 | 840.8 | 1888
after CTS | 118 | 0.08122 | 704.4 | 1966
after floorplan | 42 | 0.02832 | 315.3 | 1314
after detailed placement | 118 | 0.07374 | 663.1 | 2330
final | 118 | 0.09799 | 840.8 | 1860
after global placement | 118 | 0.07326 | 663.1 | 2327
layer usage:
metal	global-route usage [%]	routed length, um	part of all wire, %
met3	2.386	200	17
met2	4.013	442	37
met5	0	0	0
met4	0	0	0
met1	4.483	554	46
worst max-delay path: cells and delay by family:
kind | cells | cell delay (ps)
buf+inv | 3 | 620
compound gates | 2 | 450
mux | 1 | 340
fa+ha+maj | 1 | 220
simple gates | 2 | 140
Yosys cell counts:
master	number
nand2_1	1
ha_1	12
o21ai_1	1
mux2_1	1
a21boi_1	1
inv_1	12
a21oi_1	3
nor2_1	1
nand3_1	1
and2_1	1
nor2b_1	1
nand4_1	3
a21o_1	3
a2111oi_2	1
timing repair:
item | in CTS | in global routing
pin swaps | 2 | 6
endpoints found under the setup margin | 1 | 1
resized | 13 | 23
No activity file was given, so power comes from the tool's default toggle rates.
